`/design/flow/config.mk`:
```
export PLATFORM = sky130hd
export DESIGN_NAME = hexapod
export DESIGN_NICKNAME = hexapod
export VERILOG_FILES = /design/flow/design.v
export SDC_FILE = /design/flow/constraint.sdc
export NUM_CORES = 4
export LEC_CHECK = 1
export CORE_UTILIZATION = 50
```
`/design/flow/constraint.sdc`:
```
current_design hexapod

set clk_period 5.7
set clk_io_pct 0.2

create_clock -name clk0 -period $clk_period [get_ports {CLK}]

set non_clock_inputs [all_inputs -no_clocks]
set_input_delay [expr $clk_period * $clk_io_pct] -clock clk0 $non_clock_inputs
set_output_delay [expr $clk_period * $clk_io_pct] -clock clk0 [all_outputs]
```
`/design/flow/design.v`:
```
`timescale 1ns / 1ps
module guanjie(
    input CLK,
    input [15:0] pul_len,
    output reg CTL
    );
parameter CLK_F = 50;
reg [15:0] prescaler = 0;
reg [15:0] count = 0;
always @ (posedge CLK)
begin
	prescaler <= prescaler + 1;
	if (prescaler == CLK_F -1)
	begin
		prescaler <= 0;
		count <= count + 1;
		CTL <= (count < pul_len);
		if (count == 19999)
		begin
			count <= 0;
		end
	end
end 
endmodule
`timescale 1ns / 1ps
module hexapod(
    input CLK,
    input rst,
    output zu11,
    output zu12,
    output zu13,
    output zu21,
    output zu22,
    output zu23,
    output zu31,
    output zu32,
    output zu33,
    output zu41,
    output zu42,
    output zu43,
    output zu51,
    output zu52,
    output zu53,
    output zu61,
    output zu62,
    output zu63,
    output [2:0] servo_en
    );
reg [23:0] prescaler = 0;
reg [7:0] count = 0;
reg [15:0] pul_11;
reg [15:0] pul_12;
reg [15:0] pul_13;
reg [15:0] pul_21;
reg [15:0] pul_22;
reg [15:0] pul_23;
reg [15:0] pul_41;
reg [15:0] pul_42;
reg [15:0] pul_43;
reg [15:0] pul_51;
reg [15:0] pul_52;
reg [15:0] pul_53;
assign servo_en = 3'b111;
guanjie y1(.CLK(CLK), .pul_len(pul_11), .CTL(zu11));
guanjie d1(.CLK(CLK), .pul_len(pul_12), .CTL(zu12));
guanjie x1(.CLK(CLK), .pul_len(pul_13), .CTL(zu13));
guanjie y2(.CLK(CLK), .pul_len(pul_21), .CTL(zu21));
guanjie d2(.CLK(CLK), .pul_len(pul_22), .CTL(zu22));
guanjie x2(.CLK(CLK), .pul_len(pul_23), .CTL(zu23));
guanjie y3(.CLK(CLK), .pul_len(pul_11), .CTL(zu31));
guanjie d3(.CLK(CLK), .pul_len(pul_12), .CTL(zu32));
guanjie x3(.CLK(CLK), .pul_len(pul_13), .CTL(zu33));
guanjie y4(.CLK(CLK), .pul_len(pul_41), .CTL(zu41));
guanjie d4(.CLK(CLK), .pul_len(pul_42), .CTL(zu42));
guanjie x4(.CLK(CLK), .pul_len(pul_43), .CTL(zu43));
guanjie y5(.CLK(CLK), .pul_len(pul_51), .CTL(zu51));
guanjie d5(.CLK(CLK), .pul_len(pul_52), .CTL(zu52));
guanjie x5(.CLK(CLK), .pul_len(pul_53), .CTL(zu53));
guanjie y6(.CLK(CLK), .pul_len(pul_41), .CTL(zu61));
guanjie d6(.CLK(CLK), .pul_len(pul_42), .CTL(zu62));
guanjie x6(.CLK(CLK), .pul_len(pul_43), .CTL(zu63));
always @ (posedge CLK or posedge rst)
begin
	if (rst)
	begin
		pul_11 <= 1500;
		pul_12 <= 1500;
		pul_13 <= 1500;
		pul_21 <= 1500;
		pul_22 <= 1600;
		pul_23 <= 1400;
		pul_41 <= 1500;
		pul_42 <= 1400;
		pul_43 <= 1600;
		pul_51 <= 1500;
		pul_52 <= 1500;
		pul_53 <= 1500;
	end
	else
	begin
		prescaler <= prescaler + 1;
		if (prescaler == 499999)
		begin
			prescaler <= 0;
			count <= count + 1;
			if (count < 25)
			begin
				pul_11 <= 1500 - 8 * count;
				pul_12 <= 1500 + 4 * count;
				pul_13 <= 1500 - 4 * count;
				pul_21 <= 1500 + 8 * count;
				pul_22 <= 1600;
				pul_23 <= 1400;
				pul_41 <= 1500 - 8 * count;
				pul_42 <= 1400;
				pul_43 <= 1600;
				pul_51 <= 1500 + 8 * count;
				pul_52 <= 1500 - 4 * count;
				pul_53 <= 1500 + 4 * count;
			end
			if (count >= 25 && count < 50)
			begin
				pul_11 <= 1100 + 8 * count;
				pul_12 <= 1600;
				pul_13 <= 1400;
				pul_21 <= 1900 - 8 * count;
				pul_22 <= 1700 - 4 * count;
				pul_23 <= 1300 + 4 * count;
				pul_41 <= 1100 + 8 * count;
				pul_42 <= 1300 + 4 * count;
				pul_43 <= 1700 - 4 * count;
				pul_51 <= 1900 - 8 * count;
				pul_52 <= 1400;
				pul_53 <= 1600;
			end
			if (count >= 50 && count < 75)
			begin
				pul_11 <= 1100 + 8 * count;
				pul_12 <= 1600;
				pul_13 <= 1400;
				pul_21 <= 1900 - 8 * count;
				pul_22 <= 1300 + 4 * count;
				pul_23 <= 1700 - 4 * count;
				pul_41 <= 1100 + 8 * count;
				pul_42 <= 1700 - 4 * count;
				pul_43 <= 1300 + 4 * count;
				pul_51 <= 1900 - 8 * count;
				pul_52 <= 1400;
				pul_53 <= 1600;
			end
			if (count >= 75 && count <100)
			begin
				pul_11 <= 2300 - 8 * count;
				pul_12 <= 1900 - 4 * count;
				pul_13 <= 1100 + 4 * count;
				pul_21 <= 700 + 8 * count;
				pul_22 <= 1600;
				pul_23 <= 1400;
				pul_41 <= 2300 - 8 * count;
				pul_42 <= 1400;
				pul_43 <= 1600;
				pul_51 <= 700 + 8 * count;
				pul_52 <= 1100 + 4 * count;
				pul_53 <= 1900 - 4 * count;
			end
			if (count == 99)
			begin
				count <= 0;
			end
		end
	end
end
endmodule
```
`/design/flow/run.sh`:
```
#!/bin/bash
# OpenROAD 26Q1-2900-gdf79404cd8, Yosys 0.63+post, stock flow scripts
make -C /OpenROAD-flow-scripts/flow DESIGN_CONFIG=/design/flow/config.mk WORK_HOME=/design/flow/orfs finish
```
==> flow_metrics.py <==
# Synthesis and PnR figures
metrics = {
    "status": {
        "status": "finished clean",
    },
    "clock_network": {
        "clk_latency_ps": 610,
        "postCtsSetupRepairBufs": 0,
        "cts-buffers-inserted": 75,
        "clk_transition_reported_paths_ps": 60,
        "cts_sinks": 683,
        "clock-root-buffer": "clkbuf_16",
        "clk_path_buf_depth": 3,
        "cts_tree": "done",
        "htreeDepth": 3,
        "cts_hold_buf": 0,
        "ctsResizeCount": 0,
    },
    "setup_path": {
        "required_ps": 6220,
        "reg2regPathDepth": 9,
        "reg2reg_setup_slack_ps": 2140,
        "cp-end-kind": "flop",
        "reg2reg_from": "count[3]",
        "timing.rr.end": "pul_41[9]",
        "criticalPathCategory": "flop to flop",
        "start_kind": "flop",
        "path_max_fanout": 16,
        "arrival_ps": 4080,
        "cp-startpoint": "count[3]",
    },
    "logic_synthesis": {
        "ys_sh_adder_pct": 9.415,
        "xor_share_pct": 13.43,
        "muxShareOfSynthArea_pct": 0.2584,
        "syn_area_per_cell_um2": 10.39,
        "edf_count": 338,
        "ys_ff": 683,
        "synth-async-reset-ratio_pct": 8.346,
        "ys_cells": 3402,
        "ys_sh_simple_pct": 19.75,
        "top_cell": "nor2_1",
        "ys_warn_count": 2,
        "yosysTopAreaCellShare_pct": 28.71,
        "ys_seq_share_pct": 49.18,
        "synthDistinctLibCells": 73,
        "synth_area_leader_cell": "edfxtp_1",
        "synth_area_um2": 35350,
        "yosys-top-cells-count": "nor2_1, xnor2_1, edfxtp_1",
        "ys_area_um2": 35350,
        "ff_type": "edfxtp_1",
        "syn_inst": 3402,
        "ys_top_logic_family": "simple AND/OR/NAND/NOR gates",
        "aoi_share_pct": 5.964,
        "ys_top_cells_by_area": "edfxtp_1, dfxtp_1, ha_1, xnor2_1, xor2_1",
    },
    "routing": {
        "vias": 23839,
        "met1_length_mm": 33.33,
        "top_layer": "met4",
        "wl_per_cell_um": 14.77,
        "dr_wl_met3_mm": 3.071,
        "routed-wl-met2_mm": 27.91,
        "ant_nets": 0,
        "drt_wl_total_mm": 66.12,
        "antenna_cells": 0,
        "first_pass_iters": 5,
        "route.detailed.drc": 0,
        "viasPerCell": 5.327,
        "drtIter0Drc": 1215,
    },
    "timing": {
        "tns_ps": 0,
        "slew_headroom_pct": 37.93,
        "clock.fmax_mhz": 281.0,
        "finalClockSkew_ps": 12.02,
        "drv_slew": 0,
        "hold_violations": 0,
        "tightest_slew_ps": 923.9,
        "rsz0062_at_grt": "false",
        "finalSetupViolCount": 0,
        "final.period_utilization_pct": 62.44,
        "finalCriticalPeriod_ps": 3559,
    },
    "pwr": {
        "p_seq_share_pct": 51.4,
        "pwr_density_cell_nw_per_um2": 255.0,
        "internal_power_mw": 8.059,
        "ir_drop_mv": 0.2196,
        "total_power_mw": 10.00,
        "pwr-share-comb_pct": 0.3,
        "p_leak_nw": 15.05,
        "switching_share_pct": 19.41,
        "p_clk_share_pct": 48.2,
        "power_switching_mw": 1.941,
    },
    "layout": {
        "drive_above_1_share_pct": 5.743,
        "largest-register": "prescaler",
        "filler_cell_count": 5715,
        "regArea_um2": 17380,
        "logic_area_um2": 17270,
        "area_delta_synth_final_pct": 10.94,
        "largest_reg_flops": 24,
    },
    "grt": {
        "globalRouteOverflowTotal": 0,
        "grt_pass1_vias": 22696,
        "track_usage_pct": 19.92,
        "grt_pass1_wl_mm": 112.2,
        "antenna_found_initial": 0,
        "grt_max_degree": 51,
    },
    "floorplan": {
        "io_pins": 23,
        "num_rows": 97,
        "die_x_um": 267.9,
        "die_h_um": 267.9,
        "die_area_um2": 71770,
        "core_um2": 70030,
        "initCoreUtil_pct": 50.48,
    },
    "flow_run": {
        "drv_cap": 0,
        "warning_count": 62,
    },
    "placed_design": {
        "portBuffers": 19,
        "dp_hpwl_mm": 45.51,
        "routabilityCongestion": 0.9077,
    },
    "min_path": {
        "hold_end": "y2.prescaler[15]",
        "hold_depth": 1,
        "hp-class": "flop to flop",
        "hp-start": "y2.prescaler[15]",
    },
}
-- layout make-up --
| type | count | area share [%] |
|---|---|---|
| clock buffers | 122 | 6.110 |
| clock inverters | 16 | 0.2616 |
| inverters | 118 | 1.133 |
| multi-input cells | 2543 | 44.04 |
| flip-flops and latches | 683 | 44.32 |
| well taps | 940 | 2.999 |
| repair buffers | 53 | 1.136 |
-- layout by cell type, fill, tap and decap left out, drive strengths merged, types with 39 or more instances in the layout --
cell type / synthesis / final
a21o: 84 / 84
a21oi: 71 / 71
and3: 87 / 87
and4: 50 / 50
clkbuf: 47 / 122
dfxtp: 288 / 288
edfxtp: 338 / 338
ha: 266 / 266
inv: 115 / 116
nand2: 254 / 254
nand3: 254 / 254
nand4: 96 / 96
nor2: 399 / 399
nor2b: 39 / 39
nor3: 91 / 91
nor4: 42 / 42
o21ai: 59 / 59
xnor2: 363 / 363
xor2: 179 / 179
-- critical path, stage by stage, from the launching register on --
cell	delay [ps]
edfxtp_1	810
inv_1	400
ha_1	330
nor2b_1	180
a21o_1	230
o22ai_1	500
buf_4	340
nor2_1	80
or4_1	400
a41oi_1	200
-- how the worst max path moves through the flow --
stage           end  slack (ps)  cells past startpoint
4_1_cts   pul_41[9]        2160                      9
5_1_grt   pul_41[9]        1830                      9
6_report  pul_41[9]        2140                      9
-- cells by family (layout without fill, tap and decap cells) --
| group | count (synthesis) | after routing |
|---|---|---|
| fa+ha+maj | 266 | 266 |
| xor+xnor | 542 | 542 |
| compound gates | 317 | 317 |
| mux | 9 | 9 |
| simple gates | 1406 | 1406 |
| buf+inv | 178 | 309 |
| other cells | 1 | 3 |
| flops | 683 | 683 |
-- power groups by stage --
stage / Clock, mW / Combinational (mW) / Sequential, mW
after CTS: 4.99 / 0.0335 / 5.14
final: 4.82 / 0.0327 / 5.14
after global routing: 5.17 / 0.0376 / 5.14
-- per-stage QoR --
step | util, % | setup WS (ps) | instance area, um^2 | instances | hold WS (ps)
2_1_floorplan | - | 2145 | 35360 | 3404 | 431.7
3_3_place_gp | 52.43 | 2218 | 36720 | 4337 | 446.4
3_5_place_dp | 52.43 | 2187 | 36720 | 4337 | 449.0
4_1_cts | 56.00 | 2157 | 39220 | 4475 | 462.9
5_1_grt | 56.00 | 1826 | 39220 | 4475 | 469.0
6_report | 56.00 | 2141 | 39220 | 4475 | 461.5
-- layer usage --
metal	up-vias	track usage (%)
met5	-	0
met4	0	4.788
met3	107	3.908
met2	346	28.29
met1	11093	33.41
li1	12293	-
Power is estimated from default activity; no workload was simulated.
